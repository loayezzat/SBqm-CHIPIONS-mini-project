`run.sh`:
```
#!/bin/bash
# OpenROAD 26Q1-2900-gdf79404cd8, Yosys 0.63+post, stock flow scripts
make -C /OpenROAD-flow-scripts/flow DESIGN_CONFIG=/design/flow/config.mk WORK_HOME=/design/flow/orfs finish
```
`config.mk`:
```
export PLATFORM = sky130hd
export DESIGN_NAME = ROM
export DESIGN_NICKNAME = ROM
export VERILOG_FILES = /design/flow/design.v
export SDC_FILE = /design/flow/constraint.sdc
export NUM_CORES = 4
export LEC_CHECK = 1
export CORE_AREA = 10 10 70 70
export DIE_AREA = 0 0 80 80
```
`constraint.sdc`:
```
current_design ROM

set clk_period 1.0
set clk_io_pct 0.2

create_clock -name clk0 -period $clk_period [get_ports {clk}]

set non_clock_inputs [all_inputs -no_clocks]
set_input_delay [expr $clk_period * $clk_io_pct] -clock clk0 $non_clock_inputs
set_output_delay [expr $clk_period * $clk_io_pct] -clock clk0 [all_outputs]
```
`design.v`:
```
module ROM (clk , tcount , pcount , wtime );	 
parameter n = 3 ;
output reg [n+1:0]wtime;  
input wire [n-1:0] pcount ;  
input wire [1:0] tcount ;  
input wire clk ; 
wire [n+1:0] address ;   
assign address[n+1:0] = { tcount[1:0] ,pcount[n-1:0] } ;  
reg [n+1:0]rom [0:(2**(n+2))-1] ;  
always @(posedge clk)  
begin
wtime <= rom[address] ;
end
integer i , p ,t ;
initial begin
for (i=0 ; i< (2**(n+2));i=i+1)
    begin  p = i&((2**n)-1);
           t=i>>n ;
         if (t == 0) rom[i]=0;
         else rom[i] = 3*(p + t -1)/(t);
    end
end  
endmodule 
module rom_tb ();
parameter n =3 ;
 wire [4:0] wtime;  
reg[4:0]i ; 
reg [n-1:0] pcount ;
reg [1:0] tcount ;
reg clk ;
initial 
begin
i =5'b0 ;
clk =0 ;
$monitor ("%b %b  .. wtime= %d", tcount,pcount,wtime);
end
always
    begin 
#4
	 pcount<= i&3'b111;
         tcount<= i>>n ;
i<=i+1 ;
    end
always 
begin 
#2 clk = ~clk ;
end
ROM rm (clk , tcount , pcount ,  wtime  );	
endmodule 
```
==> metrics.yaml <==
outcome: "completed"
fin_crit_ps: 969
die_height_um: 80
yosys.area_share.xor_xnor: 0.0271
drive_gt1_frac: 0.414
cts-hold-fix-buffers: 0
seq_area_frac_synth: 0.310
top_register: "wtime"
combGateArea_um2: 228
fp_util: 0.0945
relSlewSlack: 0.868
synth_warnings: 1
rows: 21
cts_buffers: 3
dieArea_mm2: 0.00640
ios: 11
diodes: 0
fill_cells: 385
antenna_left: 0
via_per_inst: 3.23
wl_per_cell_um: 8.68
ys.flops: 5
place.gp.congestion: 0.857
synth.cell_area_um2: 323
core_region_area_mm2: 0.00342
fin_crit_sh: 0.969
drv_slew: 0
arrival_ps: 770
antenna_found_initial: 0
drv_cap: 0
worstSetupPathType: "reg2out"
hold_viol: 0
ys_area_um2: 323
final_area_um2: 593
dpl_cell_area_um2: 533
clockBufferDepth: 2
grt_start_max_net_pins: 7
portBuffers: 10
ys_cells: 36
largest_registers: "wtime x5"
ys_sh_aoi: 0.198
crit_chain: "dlygate4sd2_1"
syn_area_per_cell_um2: 8.97
mux_share: 0.0310
grt_first_pass_wirelength_um: 1390
synth_cell_types: 15
die_w_um: 80
ir_drop_mv: 0.366
area_growth_pct: 83.7
cts_tree: "built"
crit_family: "flip-flops"
tightest_slew_ps: 198
synth-simple-area-share: 0.105
track_usage: 0.0269
cp_max_fo: 1
drt_pass1_iterations: 4
hpwl_um: 745
ff_latch_area_um2: 103
finalWirelength_um: 903
adder_share: 0.271
max_freq_ghz: 1.03
p_per_area_mw_per_mm2: 1030
cts.clk_slew.worst_paths_ps: 40
via_count: 336
setup_viol: 0
largest_reg_flops: 5
cp.required_ps: 800
cts_num_sinks: 5
drc: 0
syn_inst: 36
critPathCaptureType: "primary output"
power_uw: 610
root_buffer: "clkbuf_4"
cp_slowest_stage_delay_ps: 310
gr-total-overflow: 0
start_kind: "register"
cp_slowest_cell: "dfxtp_2"
hold_path.class: "in2reg"
drtIter0Drc: 15
grt_pass1_vias: 319
leakage_nw: 0.272
topCombFamilyByArea: "adder cells"
h-tree-depth: 1
warnings: 30
path_buffers: 1
## synthesized netlist by cell type
cell type  count  area (um^2)
or2_0          1         6.26
o32ai_1        1         8.76
xnor2_1        1         8.76
a211oi_2       1         12.5
a21oi_1        1         5.00
nand2_1        4         15.0
inv_1          4         15.0
dfxtp_1        5          100
ha_1           7         87.6
inv_2          1         3.75
nor3_1         1         5.00
o21ai_0        5         25.0
and2b_1        1         7.51
mux2i_1        1         10.0
o22ai_1        2         12.5
## where the power goes
part | internal, mW | switching (mW)
Sequential | 0.219 | 0.00410
Clock | 0.151 | 0.0783
Combinational | 0.0881 | 0.0705
Total | 0.457 | 0.153
## path summary, 6_finish.rpt
check                 start  endpoint  depth (start not counted)
hold / removal    pcount[0]  wtime[0]                          4
setup / recovery   wtime[2]  wtime[2]                          1
## metal layers
| layer | wire, um | GRT usage | vias up |
|---|---|---|---|
| li1 | - | - | 167 |
| met1 | 455 | 0.0387 | 157 |
| met2 | 316 | 0.0345 | 12 |
| met3 | 131 | 0.0148 | 0 |
| met4 | 0 | 0.00352 | 0 |
| met5 | 0 | 0 | - |
## cell families after synthesis
| group | Yosys count |
|---|---|
| buffers and inverters | 5 |
| multiplexers | 1 |
| flip-flops | 5 |
| XOR/XNOR | 1 |
| AND/OR/NAND/NOR | 7 |
| AND-OR/OR-AND | 10 |
| adder cells (fa/ha/maj) | 7 |
## placed cells by master, fill, tap and decap left out, types with 2 or more instances in the layout
master,instances
o22ai_1,2
ha_1,6
o21ai_1,2
o21ai_0,3
buf_4,7
dfxtp_1,3
inv_2,5
nand2_1,4
clkbuf_4,3
dlygate4sd2_1,7
dfxtp_2,2
## repair_timing
| item | CTS | global route |
|---|---|---|
| cloned | 0 | 0 |
| buffers inserted | 0 | 1 |
| endpoints found under the setup margin | 9 | 3 |
| gates resized | 15 | 9 |
| pin swaps | 3 | 2 |
## layout make-up
class | instances | share of cell area
Timing Repair Buffer | 18 | 0.270
Sequential cell | 5 | 0.173
Tap cell | 46 | 0.0970
Inverter | 5 | 0.0316
Clock buffer | 4 | 0.0443
Multi-Input combinational cell | 26 | 0.384
## per-stage QoR
stage                     hold slack, ps  cells  TNS, ps  utilization  setup WS (ps)
after floorplan                      277     36        0            -           33.9
after global placement               857     99    -2130        0.156           -533
after detailed placement             873     99    -2370        0.156           -596
after CTS                            479    103        0        0.162           3.83
after global routing                 395    104    -43.5        0.174          -27.5
final                                338    104        0        0.174           31.2
No activity file was given, so power comes from the tool's default toggle rates.
